==> flow/design.v <==
module control_unit (ins,alu_sel,bsel,wbsel,pl_c,we_r,asel,brun,breq,brlt,pcsel);
parameter ADD = 4'h0 , AND = 4'h1 ,OR  = 4'h2 , XOR = 4'h3 ,  SUB = 4'h4 , SLT = 4'h5 , SLTU = 4'h6 ,
		   SLL = 4'h7 , SRL  = 4'h8 , SRA = 4'h9 ,LUI=4'ha;
parameter LW =3'h0 ,
		  LH =3'h1 ,
		  LHU=3'h2 ,
		  LB =3'h3 ,
		  LBU=3'h4 ,
		  SB =3'h5 ,
		  SH =3'h6 ,
		  SW =3'h7 ;
input brlt,breq;
input [31:0] ins;
output reg [3:0] alu_sel;
output reg bsel,asel,we_r,brun,pcsel ;
output reg [1:0] wbsel;
output reg [2:0] pl_c;
wire [6:0] opcode;
wire [2:0] funct3;
wire [6:0] funct7;
assign opcode =ins[6:0];
assign funct3 =ins[14:12];
assign funct7 =ins[31:25];
always @(*) begin
	bsel='bz;
	wbsel='bz;
	pl_c='bz;
	we_r='bz;
	asel='bz;
	brun='bz;
	pcsel='b0;
	if (opcode==7'h33) 
		begin
			asel=0;
			pcsel=0;
			we_r=1;
			bsel=0;
			wbsel=2'h1;
			if (funct7==0)begin
				case (funct3)
					'b000   : alu_sel= ADD;
					'b001   : alu_sel= SLL;
					'b010   : alu_sel= SLT;
					'b011   : alu_sel=SLTU;
					'b100   : alu_sel= XOR;
					'b101   : alu_sel= SRL;
					'b110   : alu_sel= OR ;
					'b111   : alu_sel= AND;
					default : alu_sel= 'bz;
				endcase	
			end
			else if(funct7=='h20)begin
				if (funct3=='b101)
					alu_sel= SRA;
				else if(funct3=='b000)
					alu_sel= SUB;
			end
		end
	else if(opcode==7'h13) 
			begin
				asel=0;
				pcsel=0;
				we_r=1;
				bsel=1;
				wbsel=2'h1;
				case (funct3)
					'b000   : alu_sel= ADD;
					'b001   : if(funct7==0) 
							  alu_sel= SLL;			 
					'b010   : alu_sel= SLT; 
					'b011   : alu_sel=SLTU;
					'b100   : alu_sel= XOR;
					'b101   :if(funct7==0)			  
							  alu_sel= SRL; 
							 else 
							 if(funct7=='h20)		 
							  alu_sel= SRA; 	 
					'b110   : alu_sel= OR ;
					'b111   : alu_sel= AND;
					default : alu_sel= 'bz;
				endcase				
			end
	else if(opcode==7'h03) 
			begin
				asel=0;
				pcsel=0;
				we_r=1;
				wbsel=2'h0;
				bsel=1;
				case (funct3)
					'b000	: begin alu_sel= ADD; pl_c =LB ; end
					'b001	: begin alu_sel= ADD; pl_c =LH ; end
					'b010	: begin alu_sel= ADD; pl_c =LW ; end
					'b100 	: begin alu_sel= ADD; pl_c =LBU; end
					'b101 	: begin alu_sel= ADD; pl_c =LHU; end 
					default : alu_sel= 'bz;
				endcase
			end	
	else if(opcode==7'h23) 
			begin
				asel=0;
				pcsel=0;
				we_r=0;
				bsel=1;
				case (funct3)
					'b000	: begin alu_sel= ADD; pl_c =SB ; end 
					'b001	: begin alu_sel= ADD; pl_c =SH ; end
					'b010	: begin alu_sel= ADD; pl_c =SW ; end
					default : alu_sel= 'bz;
				endcase
			end	
	else if(opcode==7'h63) 
			begin
				case (funct3)
					'b000	: begin			if( breq )begin alu_sel= ADD;asel=1; bsel=1;pcsel=1; end	end 
					'b001	: begin			if(!breq )begin alu_sel= ADD;asel=1; bsel=1;pcsel=1; end	end
					'b100	: begin brun=0;	if( brlt )begin alu_sel= ADD;asel=1; bsel=1;pcsel=1; end	end
					'b101	: begin	brun=0; if(!brlt )begin alu_sel= ADD;asel=1; bsel=1;pcsel=1; end	end
					'b110	: begin	brun=1; if( brlt )begin alu_sel= ADD;asel=1; bsel=1;pcsel=1; end	end
					'b111	: begin	brun=1; if(!brlt )begin alu_sel= ADD;asel=1; bsel=1;pcsel=1; end	end	
					default : begin	brun=1'bz;  alu_sel= 'bz;asel=1'bz; bsel=1'bz;pcsel=1'bz;	end	
				endcase
			end	
	else if(opcode==7'h67) 
			begin
				if(funct3==0)begin
				wbsel=2'h2;
				we_r =1;
				bsel=1;
				asel=0;
				pcsel=0;
				alu_sel=ADD;	
				end
			end
	else if(opcode==7'h6f) 
			begin
				pcsel=1;
				wbsel=2'h2;
				we_r =1;
				bsel=1;
				asel=1;
				alu_sel=ADD;	
			end
    else if(opcode==7'h37) 
			begin
				pcsel=0;
				wbsel=2'h1;
				we_r =1;
				bsel=1;
				alu_sel=LUI;	
			end
	else if(opcode==7'h17) 
			begin
				pcsel=0;
				wbsel=2'h1;
				we_r =1;
				bsel=1;
				asel=1;
				alu_sel=ADD;
			end	
end
endmodule 
==> flow/run.sh <==
#!/bin/bash
# OpenROAD 26Q1-2900-gdf79404cd8, Yosys 0.63+post, stock flow scripts
make -C /OpenROAD-flow-scripts/flow DESIGN_CONFIG=/design/flow/config.mk WORK_HOME=/design/flow/orfs finish
==> flow/config.mk <==
export PLATFORM = sky130hd
export DESIGN_NAME = control_unit
export DESIGN_NICKNAME = control_unit
export VERILOG_FILES = /design/flow/design.v
export SDC_FILE = /design/flow/constraint.sdc
export NUM_CORES = 4
export LEC_CHECK = 1
export CORE_AREA = 10 10 70 70
export DIE_AREA = 0 0 80 80
==> flow/constraint.sdc <==
current_design control_unit

set clk_period 3.8
set clk_io_pct 0.2

create_clock -name clk0 -period $clk_period

set non_clock_inputs [all_inputs -no_clocks]
set_input_delay [expr $clk_period * $clk_io_pct] -clock clk0 $non_clock_inputs
set_output_delay [expr $clk_period * $clk_io_pct] -clock clk0 [all_outputs]
==> results_slide.txt <==
Synthesis and Place & Route Summary

Run status
  • Status: completed

GRT
  • Vias in the first global route: roughly 800
  • GRT Util Overall: 6.57%
  • Total gr overflow: 0
  • First-pass GRT wire length: 3590 um
  • Initial antenna violation count: 0
  • Largest net degree at the start of global routing: 23

Detailed routing
  • DR WL/cell: roughly 12 um
  • Vias: between 800 and 900
  • Antenna cell count: 0
  • Vias per cell: 4.69
  • Routed Antenna Nets: 0
  • DR iter-0 viols: approximately 44
  • Routed WL: 2180 um
  • Drt drc: 0
  • Drt pass-1 iters: 4

Floorplan
  • Io pins: between 40 and 50
  • Die area: around 6400 um2
  • Core ar.: 3420 um2
  • Die H: ~80 um
  • Chip width: about 80 um
  • Fp util: 19.5%
  • Standard-cell rows: 21

Synthesis
  • Unique cell types: 41
  • Post-synth EDFFs: 0
  • Avg Cell Area, Syn: ~6.7 um2
  • Synthesis area per yosys: ~670 um2
  • MUX area fraction: 3.01%
  • Synth warnings: 16
  • Area fraction in compound gates: approximately 27%
  • Cells after synthesis: 100
  • Post-synth top flop: dlxtn_1
  • Synth logic family: simple AND/OR/NAND/NOR gates
  • Synth flops: 4
  • Fraction of registers with async set/reset: 0%
  • Adder Share, Synth: roughly 7.5%
  • Post-Synth Simple-Gate Area: about 44%
  • Mapped Area: around 670 um2
  • XOR/XNOR Area Share: under 10%
  • Cell count in the Yosys report: 100

Final timing
  • Worst-margin pin slew: about 0.32 ns
  • Worst hold slack: about 2.6 ns
  • Unrepaired setup endpoints after global routing: no
  • Final WS setup: 0.210 ns
  • Fmax: about 0.28 GHz
  • Minimum clock period: between 3 and 4 ns
  • Period utilization: around 94%
  • Hold Vio Cnt, Final: 0
  • Max Slew Vio Count: 0
  • Endpoints left unconstrained: 8
  • Max-slew headroom: a little under 80%
  • TNS Setup: 0 ns
  • Register pins left without a clock: 4
  • # setup viols final: 0

Worst hold path
  • Worst hold path startpoint: ins[3]
  • Hold Crit Class: in -> out
  • Hold Path Depth: 4
  • WHS Endpoint: pcsel

Flow run
  • Stage-log warning count: roughly 50
  • Maxcap violations: 0

Cells and area
  • Layout cell share with drive strength beyond 1: 8.27%
  • Design area: 1080 um2
  • Util after Layout: about a third
  • Max reg flops: 4
  • Layout area overhead: 61.8%

Clock tree
  • Hold_buf cts: 0
  • PostCTS Resize Cnt: 0
  • # Post-CTS Setup Buffers: 0

Pwr
  • Leak: approximately 0.42 nW
  • Total power per unit cell area: 75.3 nW/um2
  • VDD IR max: between 20 and 30 uV

Critical path
  • Worst path cell trace: clkdlybuf4s50_1 > inv_1 > ha_1 > or3b_4 > o21ai_1 > a221oi_1 > o21ai_1 > clkdlybuf4s50_1
  • Crit-path slowest cell: clkdlybuf4s50_1
  • CP Max Fanout: 4
  • Worst EP arrival: ~2.8 ns
  • WP data required: 3.04 ns
  • Crit. End Element: output pin
  • Max stage delay on crit path: around 0.53 ns
  • CP Launch Type: input pin
  • Setup CP Type: in -> out

Placement
  • Dpl cell area: about 1100 um2
  • IO buf count: 33
  • Setup WS pre-CTS: around 0.12 ns
  • DP Wirelength: between 1500 and 2000 um
  • Final Wtd Congestion: 0.831
-- metal layers --
| metal | GRT usage [%] | share of wire, % |
|---|---|---|
| met2 | 11.2 | 48 |
| met5 | 0 | 0 |
| met3 | 2.05 | 7.9 |
| met4 | 0 | 0 |
| met1 | 8.42 | 44 |
-- metrics by stage --
stage / instances / power [mW]
finish: 179 / 0.0811
global route: 179 / 0.0899
CTS: 179 / 0.0805
detailed placement: 179 / 0.0801
global placement: 179 / 0.0783
floorplan: 100 / 0.0400
-- cell usage after synthesis (2+ instances only) --
| cell type | number | area, um2 |
|---|---|---|
| nand2b_1 | 5 | 31.3 |
| o21ai_0 | 4 | 20.0 |
| ha_1 | 4 | 50.1 |
| and2_1 | 2 | 12.5 |
| nand2_1 | 4 | 15.0 |
| clkbuf_1 | 6 | 22.5 |
| nand3_1 | 3 | 15.0 |
| a21oi_1 | 6 | 30.0 |
| or3b_1 | 2 | 17.5 |
| o21ai_1 | 3 | 15.0 |
| a221oi_1 | 2 | 17.5 |
| nand4_1 | 2 | 12.5 |
| o311a_1 | 2 | 20.0 |
| or3_1 | 2 | 12.5 |
| mux2i_1 | 2 | 20.0 |
| dlxtn_1 | 4 | 60.1 |
| and3_1 | 2 | 12.5 |
| nor2_1 | 12 | 45.0 |
| nand3b_1 | 2 | 15.0 |
| nor3_1 | 6 | 30.0 |
| o21a_1 | 2 | 15.0 |
| inv_1 | 4 | 15.0 |
-- how the worst max path moves through the flow --
stage | from | to | cells past startpoint
CTS | ins[12] | pcsel | 8
global route | ins[12] | pcsel | 8
finish | ins[12] | pcsel | 8
-- kinds of logic (layout without fill, tap and decap cells) --
group / after synthesis / count (layout)
latches: 4 / 4
xor gates and xnor gates: 1 / 1
muxes: 2 / 2
adders and majority gates: 4 / 4
buffers and inverters: 12 / 45
AOI/OAI and AO/OA: 27 / 27
and+or+nand+nor: 50 / 50
-- cell usage in the layout (no fill, tap or decap), types with 2 or more instances in the layout --
cell type	n
a21oi_1	6
a221oi_1	2
and2_1	2
and3_1	2
buf_4	8
clkdlybuf4s50_1	33
dlxtn_1	4
ha_1	4
inv_1	4
mux2i_1	2
nand2_1	4
nand2b_1	5
nand3_1	3
nand3b_1	2
nand4_1	2
nor2_1	12
nor3_1	6
o21a_1	2
o21ai_0	3
o21ai_1	4
o311a_1	2
or3_1	2
-- critical path, delay by kind of cell --
kind	cells	cell delay (ns)
AND/OR/NAND/NOR	1	0.41
adder cells (fa/ha/maj)	1	0.21
AND-OR/OR-AND	3	0.36
buffers and inverters	3	1.10
-- where the power goes --
part	internal [mW]	switching, mW	total, mW	leakage [nW]
Clock	0	0	0	0
Sequential	0.00141	0.0000671	0.00147	0.0303
Combinational	0.0449	0.0347	0.0796	0.387
Total	0.0463	0.0348	0.0811	0.417
-- final cells by class --
| type | count | area [um2] |
|---|---|---|
| repair buffers | 41 | 390 |
| multi-input cells | 84 | 554 |
| inverters | 4 | 15.0 |
| well taps | 46 | 57.6 |
| flip-flops and latches | 4 | 60.1 |
| fillers | 385 | 2340 |
Power is estimated from default activity; no workload was simulated.
